==> flow/design.v <==
`timescale 1ns / 1ps
module HSV_to_RGB(
    input [31:0]hsv_data_in,
    output reg [23:0]rgb_data_out
    );
integer sat;
integer val;
integer chroma;
reg [15:0] hue;
reg [7:0]m_num;
always @(*) begin
	hue <= hsv_data_in[31:16];
    sat <= hsv_data_in[15:8];
    val <= hsv_data_in[7:0];
    chroma <= ((sat*val)>>8)+1;
	m_num <= hsv_data_in[7:0]-chroma;
	if(hsv_data_in[7:0] == 0)
       rgb_data_out <= 0;
	else if(hue < 256) begin
		rgb_data_out[23:16] <= chroma+m_num-1;
		rgb_data_out[15:8]  <= ((hue*chroma)>>8) + m_num;
		rgb_data_out[7:0]   <= m_num;
	end
	else if(hue < 512) begin
		rgb_data_out[23:16] <= (((511-hue)*chroma)>>8) + m_num;
		rgb_data_out[15:8]  <= chroma+m_num-1;
		rgb_data_out[7:0]   <= m_num;
	end
	else if(hue < 768) begin
		rgb_data_out[23:16] <= m_num;
		rgb_data_out[15:8]  <= chroma+m_num-1;
		rgb_data_out[7:0]   <= (((hue-512)*chroma)>>8) + m_num;
	end
	else if(hue < 1024) begin
		rgb_data_out[23:16] <= m_num;
		rgb_data_out[15:8]  <= (((1023-hue)*chroma)>>8) + m_num;
		rgb_data_out[7:0]   <= chroma+m_num-1;
	end
	else if(hue < 1280) begin
		rgb_data_out[23:16] <= (((hue-1024)*chroma)>>8) + m_num;
		rgb_data_out[15:8]  <= m_num;
		rgb_data_out[7:0]   <= chroma+m_num-1;
	end
	else if(hue < 1536) begin
		rgb_data_out[23:16] <= chroma+m_num-1;
		rgb_data_out[15:8]  <= m_num;
		rgb_data_out[7:0]   <= (((1535-hue)*chroma)>>8) + m_num;
	end
	else	 
		rgb_data_out <= 0;
end
endmodule
==> flow/run.sh <==
#!/bin/bash
# OpenROAD 26Q1-2900-gdf79404cd8, Yosys 0.63+post, stock flow scripts
make -C /OpenROAD-flow-scripts/flow DESIGN_CONFIG=/design/flow/config.mk WORK_HOME=/design/flow/orfs finish
==> flow/config.mk <==
export PLATFORM = sky130hd
export DESIGN_NAME = HSV_to_RGB
export DESIGN_NICKNAME = HSV_to_RGB
export VERILOG_FILES = /design/flow/design.v
export SDC_FILE = /design/flow/constraint.sdc
export NUM_CORES = 4
export LEC_CHECK = 1
export CORE_UTILIZATION = 40
==> flow/constraint.sdc <==
current_design HSV_to_RGB

set clk_period 37.4
set clk_io_pct 0.2

create_clock -name clk0 -period $clk_period

set non_clock_inputs [all_inputs -no_clocks]
set_input_delay [expr $clk_period * $clk_io_pct] -clock clk0 $non_clock_inputs
set_output_delay [expr $clk_period * $clk_io_pct] -clock clk0 [all_outputs]
==> run_results.csv <==
group,metric,value,unit
run_status,status,"finished, final reports clean",
critical_path,critical_path.top_delay_family,"adder cells",
floorplanning,fp.dieW,208.9,µm
synthesis,muxShareOfSynthArea,0.001827,
routing,wl,51.39,mm
synthesis,top_area_cell,"fa_1",
run,max-cap-violations,0,
synthesis,ys_cells,1975,
critical_path,worstPathMaxFanout,23,
cells_and_area,flops,0,
critical_path,cpMostUsedCell,"fa_1",
clocking,ctsResizeCount,0,
critical_path,worst-path-buf-inv,10,
cells_and_area,design_area,18410,µm²
critical_path,critPathSlowestCell,"clkdlybuf4s50_1",
place,place_area,18410,µm²
critical_path,end_kind,"output pin",
critical_path,crit_path_start,"hsv_data_in[3]",
routing,dr_wl_met2,23.91,mm
synthesis,yosysWarnings,1,
critical_path,critPathRequiredTime,29.92,ns
final_timing,finalSetupViolCount,0,
critical_path,crit_arrival,21.43,ns
synthesis,yosys.area_share.aoi,0.1089,
final_timing,min_period,28.91,ns
routing,highest_layer,"met5",
synthesis,netlist_area,17120,µm²
synthesis,ys_types,79,
final_timing,hold_ws,16.50,ns
run,tool_warnings,36,
cells_and_area,syn_to_final_growth,7.526,%
global_routing,grt_pass1_wl,80.12,mm
global_routing,grtUsageTotal,0.2567,
final_timing,tightest_slew,0.9679,ns
final_timing,rsz0062_at_grt,"no",
critical_path,crit_path_max_incr_delay,0.72,ns
final_timing,hold_violations,0,
final_timing,fmax,34.59,MHz
floorplanning,boundaryPins,56,
final_timing,slew_viol_final,0,
floorplanning,die_h,208.9,µm
floorplanning,dieArea,43640,µm²
cells_and_area,finish.utilization,0.4380,
place,hpwl,42.68,mm
routing,vias_per_cell,5.286,
routing,drt_iter0_drc,658,
final_timing,fin_setup_tns,0,ns
global_routing,grt_pass1_vias,14110,
synthesis,syn-mean-instance-area,8.670,µm²
hold_path,hp-class,"input port to output pin",
synthesis,synth-xor-area-share,0.1133,
global_routing,overflow,0,
floorplanning,core,42040,µm²
cells_and_area,fillers,4083,
clocking,hold_buffers,0,
routing,dr.pass1.iters,5,
floorplanning,fp_util,0.4073,
synthesis,yosysTopAreaCellShare,0.3706,
critical_path,crit_type,"input port to output pin",
final_timing,relSlewSlack,0.3498,
routing,ant_nets,0,
critical_path,crit_path_start_kind,"input port",
final_timing,period_used_share,0.7729,
cells_and_area,logic_area,15410,µm²
routing,vias,13440,
floorplanning,fp-row-count,75,
routing,routed-wl-met3,4.596,mm
clocking,post-cts-setup-buffers,0,
place,place_ws,8.651,ns
place,portBuffers,56,
synthesis,fa_ha_area_frac,0.5175,
synthesis,ys_chip_area,17120,µm²
global_routing,antenna_found_initial,2,
global_routing,grt_max_degree,33,
synthesis,synth.area.top_cells,"fa_1, ha_1, inv_1, xnor2_1, and2_1",
routing,wire_per_inst,20.21,µm
routing,met1Wirelength,20.94,mm
synthesis,simple_gate_area_frac,0.1567,
final_timing,worst_slack,8.493,ns
cells_and_area,regArea,0,µm²
synthesis,ys_seq_frac,0,
routing,drc,0,
synthesis,logic_family,"adder cells",
cells_and_area,nClkBuffers,0,
synthesis,syn_inst,1975,
routing,diodes,0,
place,routabilityCongestion,0.9716,
hold_path,hp-start,"hsv_data_in[31]",
cells_and_area,drive_above_1_share,0.03493,
## cells by family (layout without fill, tap and decap cells)
kind of cell,Yosys count,count (layout)
fa+ha+maj,518,518
simple gates,533,533
compound gates,269,269
buf+inv,462,491
mux,3,3
xor+xnor,190,190
## cells in the final DEF, fill, tap and decap left out, types with 32 or more instances in the layout
master           instances
nand2b_1                35
and2_1                 123
fa_1                   317
nor2_1                 172
clkdlybuf4s50_1         56
xor2_1                  66
buf_4                   36
a211oi_1                32
a21oi_1                 64
ha_1                   201
o21ai_0                 36
inv_1                  396
xnor2_1                102
nand2_1                104
a21o_1                  38
## layer usage
layer,up-vias,GRT usage
met2,501,0.3967
met3,82,0.09011
met4,4,0.07581
li1,6301,-
met5,-,0
met1,6554,0.3497
## layout make-up
cell class         instances  area share
multi-input cells       1513      0.8369
inverters                399     0.08134
repair buffers            92     0.04512
well taps                539     0.03663
## worst paths after layout
kind / end / cells after the start
min: rgb_data_out[19] / 6
max: rgb_data_out[15] / 50
## synth_stat cells, types with 2 or more instances
cell,n
a2111oi_0,3
a2111oi_2,2
a211o_1,2
a211oi_1,32
a21o_1,38
a21oi_1,64
a221o_1,2
a221oi_1,17
a22oi_1,3
a2bb2oi_1,2
a311oi_1,3
a31oi_1,5
and2_1,123
and3_1,9
buf_1,6
clkbuf_1,55
fa_1,317
ha_1,201
inv_1,396
inv_2,2
mux2i_1,2
nand2_1,104
nand2b_1,35
nand3_1,8
nand4_1,4
nor2_1,173
nor2b_1,12
nor3_1,27
nor3b_1,2
o2111ai_1,3
o211a_1,2
o211ai_1,11
o21a_1,14
o21ai_0,36
o21ai_1,3
o21bai_1,11
o221ai_1,3
o31ai_1,2
or2_2,9
or3_1,7
or4_1,4
xnor2_1,102
xnor3_1,16
xor2_1,68
## worst min-delay path, delay by kind of cell
family	cells	cell delay (ns)
buffers and inverters	3	1.24
AND/OR/NAND/NOR	2	0.20
AND-OR/OR-AND	1	0.09
## through the flow
| step | std cells |
|---|---|
| finish | 2543 |
| global route | 2543 |
| CTS | 2543 |
| detailed placement | 2543 |
| global placement | 2543 |
| floorplan | 1975 |
